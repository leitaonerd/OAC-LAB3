--- design/flow/constraint.sdc ---
current_design ALU

set clk_period 14.4
set clk_io_pct 0.2

create_clock -name clk0 -period $clk_period

set non_clock_inputs [all_inputs -no_clocks]
set_input_delay [expr $clk_period * $clk_io_pct] -clock clk0 $non_clock_inputs
set_output_delay [expr $clk_period * $clk_io_pct] -clock clk0 [all_outputs]
--- design/flow/run.sh ---
#!/bin/bash
# OpenROAD 26Q1-2900-gdf79404cd8, Yosys 0.63+post, stock flow scripts
make -C /OpenROAD-flow-scripts/flow DESIGN_CONFIG=/design/flow/config.mk WORK_HOME=/design/flow/orfs finish
--- design/flow/design.v ---
parameter
   ZERO     = 32'd0,	 
	OPAND		= 5'd0,
	OPOR		= 5'd1,
	OPXOR		= 5'd2,
	OPADD		= 5'd3,
	OPSUB		= 5'd4,
	OPSLT		= 5'd5,
	OPSLTU	= 5'd6,
	OPSLL		= 5'd7,
	OPSRL		= 5'd8,
	OPSRA		= 5'd9,
	OPLUI		= 5'd10,
	OPMUL		= 5'd11,
	OPMULH	= 5'd12,
	OPMULHU	= 5'd13,
	OPMULHSU	= 5'd14,
	OPDIV		= 5'd15,
	OPDIVU	= 5'd16,
	OPREM		= 5'd17,
	OPREMU	= 5'd18,
	OPNULL	= 5'd31,  
	OPC_LOAD       	= 7'b0000011,
	OPC_OPIMM     		= 7'b0010011,
	OPC_STORE      	= 7'b0100011,
	OPC_RTYPE    		= 7'b0110011,
	OPC_BRANCH     	= 7'b1100011,
	OPC_JALR       	= 7'b1100111,
	OPC_JAL        	= 7'b1101111,
	FUNCT7_ADD			 = 7'b0000000,
   FUNCT7_SUB         = 7'b0100000,
	FUNCT7_SLT			 = 7'b0000000,
	FUNCT7_OR			 = 7'b0000000,
	FUNCT7_AND			 = 7'b0000000,
	FUNCT3_LW			= 3'b010,
	FUNCT3_SW			= 3'b010,	
	FUNCT3_ADD			= 3'b000,
	FUNCT3_SUB			= 3'b000,
	FUNCT3_SLT			= 3'b010,
	FUNCT3_OR			= 3'b110,
	FUNCT3_AND			= 3'b111,	
	FUNCT3_BEQ			= 3'b000,
	FUNCT3_JALR			= 3'b000,	
	TEXT_ADDRESS = 32'h0040_0000,
	DATA_ADDRESS = 32'h1001_0000,
	STACK_ADDRESS = 32'h1001_03FC;
module ALU (
	input 		 [4:0]  iControl,
	input signed [31:0] iA, 
	input signed [31:0] iB,
	output logic [31:0] oResult,
	output logic equal
	);
assign equal = (iA == iB) ? 1 : 0;
always @(*)
begin
    case (iControl)
		OPAND:
			oResult  <= iA & iB;
		OPOR:
			oResult  <= iA | iB;
		OPADD:
			oResult  <= iA + iB;
		OPSUB:
			oResult  <= iA - iB;
		OPSLT:
			oResult  <= iA < iB;		
		default:
			oResult  <= ZERO;
    endcase
end
endmodule
--- design/flow/config.mk ---
export PLATFORM = sky130hd
export DESIGN_NAME = ALU
export DESIGN_NICKNAME = ALU
export VERILOG_FILES = /design/flow/design.v
export SDC_FILE = /design/flow/constraint.sdc
export NUM_CORES = 4
export LEC_CHECK = 1
export CORE_UTILIZATION = 40
==> impl_metrics.tcl <==
# implementation run metrics
set metrics [dict create \
    cp-start-kind "primary input" \
    rows 40 \
    place_congestion 0.9460 \
    clkbuf_count 0 \
    logic_area_um2 4314 \
    drive_above_1_share_pct 4.863 \
    drc_errors 0 \
    setup_violations 0 \
    ys_cells 736 \
    powerDensity_nw_per_um2 35.60 \
    final_max_slew_viol_count 0 \
    synth_seq_share_pct 0 \
    p_clk_share_pct 0 \
    synthToLayoutAreaGrowth_pct 19.95 \
    worstSetupPathType "primary input to output port" \
    cts_hold_buffers 0 \
    min_period_over_period_pct 66.24 \
    timing.final.ws_setup_ns 4.861 \
    io_pins 102 \
    antenna_found_initial 0 \
    grt_pass1_vias 5171 \
    endpoint_kind "output port" \
    die_area_um2 12790 \
    static-leakage-power_uw 0.002673 \
    grt_max_degree 35 \
    synth_cell_types 76 \
    cts-resized-gates 0 \
    wl_met1_mm 7.518 \
    dr.pass1.iters 6 \
    avgSynthCellArea_um2 6.707 \
    drt-total-wl_mm 15.79 \
    top_cells_by_area "ha_1, inv_1, a21oi_1" \
    timing.hold.ws_ns 6.827 \
    rsz0062_at_grt "false" \
    min_path_type "primary input to output port" \
    syn_area_um2 4936 \
    top_area_share_pct 24.84 \
    slew_headroom_pct 44.15 \
    period_minus_slack_ns 9.539 \
    antenna_cells 0 \
    regArea_um2 0 \
    ant_nets 0 \
    drt-initial-drc-count 293 \
    die_w_um 113.1 \
    fill_cells 1220 \
    worst-path-max-fanout 9 \
    crit_arrival_ns 6.66 \
    pwr-share-seq_pct 0 \
    place_ws_ns 4.969 \
    fin_setup_tns_ns 0 \
    switchingPower_uw 115.8 \
    fin_total_pwr_uw 210.8 \
    dp_cells 949 \
    yosysWarnings 1 \
    grt.total_usage_pct 24.60 \
    ff_count 0 \
    hold_viol_final 0 \
    p_int_uw 95.01 \
    warnings 98 \
    drv_cap 0 \
    via_per_inst 5.943 \
    top_area_cell "ha_1" \
    overflow 0 \
    share_comb_of_total_power_pct 100.0 \
    die_height_um 113.1 \
    initCoreUtil_pct 41.09 \
    top_layer "met4" \
    ys_area_um2 4936 \
    ir_worst_vdd_v 0.00001369 \
    dr_wl_met2_mm 7.118 \
    met3_length_mm 1.122 \
    swShare_pct 54.92 \
    fmax_mhz 104.8 \
    portBuffers 102 \
    hpwl_mm 12.42 \
    post_cts_buffers 0 \
    vias 5640 \
    core_area_um2 12010 \
    crit_required_ns 11.52 \
    tightestPinTransition_ns 0.8377 \
    netlist_instances 736 \
    grt_pass1_wl_mm 25.68 \
    status "finished, final reports clean" \
    avgRoutedWirePerCell_um 16.64 \
    fin_cells 949 \
]
cell type report:
type | count | area share (%)
Timing Repair Buffer | 109 | 18.13
Multi-Input combinational cell | 600 | 72.87
Inverter | 93 | 5.896
Tap cell | 147 | 3.107
routing by layer:
layer,vias to the layer above,track usage (%)
met5,-,0
met4,0,1.579
met3,4,1.747
met2,250,40.74
met1,2572,36.58
li1,2814,-
cell usage after synthesis (all sizes together), types with 3 or more instances:
cell	count
a31oi	4
inv	92
nor4	12
ha	98
a2111oi	4
a31o	4
nor2	72
or2	6
o22ai	14
o21bai	14
nor2b	7
buf	19
a21o	17
and2	5
nand2	55
o221ai	19
o21ai	41
xnor2	3
a22oi	5
nand3	8
nand2b	6
o221a	4
a221o	3
clkbuf	24
o211ai	14
xor2	3
a221oi	21
a41oi	3
or3	6
a21oi	69
and3	6
a211oi	9
o31ai	9
nor3	18
nand4	8
layout by cell type (no fill, tap or decap), types with 6 or more instances in the layout:
cell / count
clkdlybuf4s50_1: 102
ha_1: 98
inv_1: 92
nor2_1: 71
a21oi_1: 68
nand2_1: 55
o21ai_0: 36
a221oi_1: 20
o221ai_1: 19
nor3_1: 18
a21o_1: 17
o21bai_1: 14
o22ai_1: 14
o211ai_1: 13
nor4_1: 10
o31ai_1: 9
nand3_1: 8
nand4_1: 8
nor2b_1: 7
buf_4: 7
nand2b_1: 6
or2_2: 6
and3_1: 6
a211oi_1: 6
power by group through the flow:
stage / clock, uW / combinational [uW] / sequential [uW]
4_1_cts: 0 / 209 / 0
5_1_grt: 0 / 232 / 0
6_report: 0 / 211 / 0
stage by stage:
stage / instance area [um^2] / util (%)
2_1_floorplan: 4936 / -
3_3_place_gp: 5921 / 49.29
3_5_place_dp: 5921 / 49.29
4_1_cts: 5921 / 49.29
5_1_grt: 5921 / 49.29
6_report: 5921 / 49.29
cells by family (layout without fill, tap and decap cells):
group / Yosys count / count (layout) / share of synthesized area (%)
AND-OR/OR-AND: 270 / 270 / 38.07
XOR/XNOR: 6 / 6 / 1.065
adder cells (fa/ha/maj): 100 / 100 / 25.65
buffers and inverters: 136 / 202 / 12.70
multiplexers: 2 / 2 / 0.4056
AND/OR/NAND/NOR: 222 / 222 / 22.10
final timing paths:
kind               startpoint         end  slack [ns]  cells past startpoint
hold / removal    iControl[2]  oResult[0]        6.83                      4
setup / recovery        iA[4]  oResult[0]        4.86                     13
critical path, cell delays in order:
cell and delay (ns):
clkdlybuf4s50_1 0.51, inv_1 0.06, ha_1 0.47, nor3b_1 0.13, nor3_1 0.40, a21oi_1 0.16, o21ai_0 0.28, nor4bb_1 0.53
nor2_1 0.21, a21oi_1 0.21, mux2i_1 0.12, o21ai_0 0.20, clkdlybuf4s50_1 0.50
No activity file was given, so power comes from the tool's default toggle rates.
