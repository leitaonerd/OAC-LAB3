## flow/config.mk

```make
export PLATFORM = sky130hd
export DESIGN_NAME = ImmGen
export DESIGN_NICKNAME = ImmGen
export VERILOG_FILES = /design/flow/design.v
export SDC_FILE = /design/flow/constraint.sdc
export NUM_CORES = 4
export LEC_CHECK = 1
export CORE_AREA = 10 10 70 70
export DIE_AREA = 0 0 80 80
```

## flow/constraint.sdc

```tcl
current_design ImmGen

set clk_period 3.3
set clk_io_pct 0.2

create_clock -name clk0 -period $clk_period

set non_clock_inputs [all_inputs -no_clocks]
set_input_delay [expr $clk_period * $clk_io_pct] -clock clk0 $non_clock_inputs
set_output_delay [expr $clk_period * $clk_io_pct] -clock clk0 [all_outputs]
```

## flow/design.v

```verilog
parameter
   ZERO     = 32'd0,	 
	OPAND		= 5'd0,
	OPOR		= 5'd1,
	OPXOR		= 5'd2,
	OPADD		= 5'd3,
	OPSUB		= 5'd4,
	OPSLT		= 5'd5,
	OPSLTU	= 5'd6,
	OPSLL		= 5'd7,
	OPSRL		= 5'd8,
	OPSRA		= 5'd9,
	OPLUI		= 5'd10,
	OPMUL		= 5'd11,
	OPMULH	= 5'd12,
	OPMULHU	= 5'd13,
	OPMULHSU	= 5'd14,
	OPDIV		= 5'd15,
	OPDIVU	= 5'd16,
	OPREM		= 5'd17,
	OPREMU	= 5'd18,
	OPNULL	= 5'd31,  
	OPC_LOAD       	= 7'b0000011,
	OPC_OPIMM     		= 7'b0010011,
	OPC_STORE      	= 7'b0100011,
	OPC_RTYPE    		= 7'b0110011,
	OPC_BRANCH     	= 7'b1100011,
	OPC_JALR       	= 7'b1100111,
	OPC_JAL        	= 7'b1101111,
	FUNCT7_ADD			 = 7'b0000000,
   FUNCT7_SUB         = 7'b0100000,
	FUNCT7_SLT			 = 7'b0000000,
	FUNCT7_OR			 = 7'b0000000,
	FUNCT7_AND			 = 7'b0000000,
	FUNCT3_LW			= 3'b010,
	FUNCT3_SW			= 3'b010,	
	FUNCT3_ADD			= 3'b000,
	FUNCT3_SUB			= 3'b000,
	FUNCT3_SLT			= 3'b010,
	FUNCT3_OR			= 3'b110,
	FUNCT3_AND			= 3'b111,	
	FUNCT3_BEQ			= 3'b000,
	FUNCT3_JALR			= 3'b000,	
	TEXT_ADDRESS = 32'h0040_0000,
	DATA_ADDRESS = 32'h1001_0000,
	STACK_ADDRESS = 32'h1001_03FC;
module ImmGen (
    input  		  [31:0] iInstrucao,
    output logic [31:0] oImm
);
always @ (*)
    case (iInstrucao[6:0])
        OPC_LOAD,
        OPC_OPIMM,
        OPC_JALR:
            oImm <= {{20{iInstrucao[31]}}, iInstrucao[31:20]};
        OPC_STORE:
            oImm <= {{20{iInstrucao[31]}}, iInstrucao[31:25], iInstrucao[11:7]};
        OPC_BRANCH:
            oImm <= {{20{iInstrucao[31]}}, iInstrucao[7], iInstrucao[30:25], iInstrucao[11:8], 1'b0};
        OPC_JAL:
            oImm <= {{12{iInstrucao[31]}}, iInstrucao[19:12], iInstrucao[20], iInstrucao[30:21], 1'b0};				
        default:
            oImm <= ZERO;
    endcase
endmodule
```

## flow/run.sh

```bash
#!/bin/bash
# OpenROAD 26Q1-2900-gdf79404cd8, Yosys 0.63+post, stock flow scripts
make -C /OpenROAD-flow-scripts/flow DESIGN_CONFIG=/design/flow/config.mk WORK_HOME=/design/flow/orfs finish
```

==> results.json <==
{
  "final_util_pct": 34.7,
  "cpMostUsedCell": "clkdlybuf4s50_1",
  "ant_nets": 0,
  "ys_cells": 61,
  "cts_hold_buf": 0,
  "dp.final_hpwl_um": 2000,
  "avgSynthCellArea_um2": 7.73,
  "drc": 0,
  "ctsResizeCount": 0,
  "final_max_slew_viol_count": 0,
  "status": "completed",
  "grt_max_degree": 13,
  "core_area_mm2": 0.00342,
  "grt_pass1_vias": 709,
  "power_density_mw_per_mm2": 69.9,
  "whs_path_depth": 5,
  "fmax_ghz": 0.323,
  "crit_path_end_kind": "output pin",
  "grt_pass1_wl_um": 3360,
  "ff_count": 0,
  "period_used_pct": 93.9,
  "crit_type": "in2out",
  "num-fill-cells": 355,
  "fp_util_pct": 13.8,
  "worst_pin_slew_ns": 0.245,
  "period_needed_ns": 3.10,
  "final_area_mm2": 0.00118,
  "fp-row-count": 21,
  "crit_slowest_cell": "clkdlybuf4s50_1",
  "cp_cell_sequence": "clkdlybuf4s50_1 -> nand2b_1 -> a21o_1 -> buf_4 -> a211oi_1 -> clkdlybuf4s50_1",
  "drt_first_pass_iters": 4,
  "final_hold_viol_count": 0,
  "io_buffers": 64,
  "synthCells": 61,
  "post_cts_buffers": 0,
  "worst_setup_path_start_kind": "primary input",
  "wl_per_cell_um": 13.2,
  "drtIter0Drc": 7,
  "cp.arrival_ns": 2.44,
  "nClkBuffers": 0,
  "grtUsageTotal_pct": 6.16,
  "die_h_um": 80,
  "hold_end": "oImm[20]",
  "placed_cell_area_mm2": 0.00113,
  "syn2layout_area_growth_pct": 151,
  "regArea_um2": 0,
  "chipArea_mm2": 0.00640,
  "whs_ns": 2.20,
  "syn_area_um2": 472,
  "ys_seq_share_pct": 0,
  "setup_viol": 0,
  "leakagePower_nw": 0.518,
  "gp_congestion": 0.796,
  "irDropWorstVdd_mv": 0.0350,
  "dieWidth_um": 80,
  "maxCapViolCount": 0,
  "ys_warn_count": 1,
  "overflow": 0,
  "hold_path_class": "in2out",
  "warnings": 32,
  "slowest_delay_ns": 0.51,
  "vias": 686,
  "drive_gt1_share_pct": 21.3,
  "postRouteWirelength_um": 2220,
  "n_antenna_cell": 0,
  "rsz0062_at_grt": "no",
  "slew-limit-headroom_pct": 83.5,
  "hold_start": "iInstrucao[6]",
  "crit_fanout": 6,
  "drt-vias-per-instance": 4.08,
  "ys_types": 25,
  "ios": 64,
  "cp.required_ns": 2.64,
  "yosys_area_um2": 472,
  "antenna_found_initial": 0,
  "tns_ns": 0
}
how the worst max path moves through the flow:
stage / to / cells past startpoint / slack (ns) / from
after CTS: oImm[25] / 6 / 0.05 / iInstrucao[3]
after global routing: oImm[7] / 6 / 0.11 / iInstrucao[4]
final: oImm[10] / 6 / 0.20 / iInstrucao[4]
layer usage:
layer,track usage [%],share of wire (%)
met1,6.72,36
met2,10.0,43
met3,4.55,21
met4,0,0
met5,0,0
cell type report:
type | instances | area [µm²] | area share [%]
Inverter | 8 | 30.0 | 2.53
Tap cell | 46 | 57.6 | 4.86
Multi-Input combinational cell | 39 | 359 | 30.3
Timing Repair Buffer | 75 | 738 | 62.3
where the power goes:
group | switching (W) | internal (W) | leakage [nW] | total [W]
logic | 0.0000267 | 0.0000562 | 0.518 | 0.0000829
registers | 0 | 0 | 0 | 0
clock network | 0 | 0 | 0 | 0
critical path: cells and delay by family:
family | cells | cell delay (ns)
simple gates | 1 | 0.22
compound gates | 2 | 0.46
buf+inv | 3 | 1.11
synth_stat cells (2+ instances only):
library cell / count / area (µm²)
buf_4: 11 / 82.6
a21o_1: 9 / 67.6
nand2_1: 2 / 7.51
inv_1: 8 / 30.0
a211oi_1: 7 / 52.6
buf_6: 2 / 22.5
a22o_2: 4 / 40.0
cell families after synthesis:
| kind of cell | after synthesis | synth area share [%] |
|---|---|---|
| buffers and inverters | 22 | 29.7 |
| muxes | 2 | 4.51 |
| AOI/OAI and AO/OA | 25 | 48.5 |
| and+or+nand+nor | 12 | 17.2 |
stage by stage:
| step | total power, W | setup slack [ns] | cells |
|---|---|---|---|
| 3_3_place_gp | 0.0000800 | 0.0571 | 167 |
| 2_1_floorplan | 0.0000237 | 0.304 | 61 |
| 4_1_cts | 0.0000812 | 0.0478 | 167 |
| 3_5_place_dp | 0.0000808 | 0.0443 | 167 |
| 6_report | 0.0000829 | 0.202 | 168 |
| 5_1_grt | 0.0000899 | 0.113 | 168 |
layout by cell type, fill, tap and decap left out:
cell type and n:
nor3_2 1, buf_4 8, nand4b_1 1, a211oi_1 3, nor4_1 1, a32o_1 1, a21o_1 9, a2111oi_4 1
nor3_1 1, buf_6 2, a211oi_2 3, a22o_2 4, a21oi_1 1, nand2b_1 1, mux2_2 1, or2_2 1
inv_1 8, a221o_1 1, or3_2 1, a21oi_4 1, a211oi_4 1, nand2_1 2, or4_4 1, buf_2 1
nand3b_1 1, dlymetal6s2s_1 4, clkdlybuf4s50_1 60, mux2i_1 1, nand3_1 1
Power figures rest on the tool's default switching activity, not on a simulated workload.
