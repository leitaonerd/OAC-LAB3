==> ./design.v <==
parameter
   ZERO     = 32'd0,	 
	OPAND		= 5'd0,
	OPOR		= 5'd1,
	OPXOR		= 5'd2,
	OPADD		= 5'd3,
	OPSUB		= 5'd4,
	OPSLT		= 5'd5,
	OPSLTU	= 5'd6,
	OPSLL		= 5'd7,
	OPSRL		= 5'd8,
	OPSRA		= 5'd9,
	OPLUI		= 5'd10,
	OPMUL		= 5'd11,
	OPMULH	= 5'd12,
	OPMULHU	= 5'd13,
	OPMULHSU	= 5'd14,
	OPDIV		= 5'd15,
	OPDIVU	= 5'd16,
	OPREM		= 5'd17,
	OPREMU	= 5'd18,
	OPNULL	= 5'd31,  
	OPC_LOAD       	= 7'b0000011,
	OPC_OPIMM     		= 7'b0010011,
	OPC_STORE      	= 7'b0100011,
	OPC_RTYPE    		= 7'b0110011,
	OPC_BRANCH     	= 7'b1100011,
	OPC_JALR       	= 7'b1100111,
	OPC_JAL        	= 7'b1101111,
	FUNCT7_ADD			 = 7'b0000000,
   FUNCT7_SUB         = 7'b0100000,
	FUNCT7_SLT			 = 7'b0000000,
	FUNCT7_OR			 = 7'b0000000,
	FUNCT7_AND			 = 7'b0000000,
	FUNCT3_LW			= 3'b010,
	FUNCT3_SW			= 3'b010,	
	FUNCT3_ADD			= 3'b000,
	FUNCT3_SUB			= 3'b000,
	FUNCT3_SLT			= 3'b010,
	FUNCT3_OR			= 3'b110,
	FUNCT3_AND			= 3'b111,	
	FUNCT3_BEQ			= 3'b000,
	FUNCT3_JALR			= 3'b000,	
	TEXT_ADDRESS = 32'h0040_0000,
	DATA_ADDRESS = 32'h1001_0000,
	STACK_ADDRESS = 32'h1001_03FC;
module Registers (
    input wire 			iCLK, iRST, iRegWrite,
    input wire  [4:0] 	iReadRegister1, iReadRegister2, iWriteRegister,
    input wire  [31:0] 	iWriteData,
    output wire [31:0] 	oReadData1, oReadData2,
    input wire  [4:0] 	iRegDispSelect,
    output reg  [31:0] 	oRegDisp
    );
reg [31:0] registers[31:0];
parameter  SPR=5'd2, GPR=5'd3;                     
reg [5:0] i;
initial
	begin
		for (i = 0; i <= 31; i = i + 1'b1)
			registers[i] = 32'd0;
		registers[SPR] <= STACK_ADDRESS;
		registers[GPR] <= DATA_ADDRESS;
	end
assign oReadData1 =	registers[iReadRegister1];
assign oReadData2 =	registers[iReadRegister2];
assign oRegDisp 	=	registers[iRegDispSelect];
always @(posedge iCLK or posedge iRST)
begin
    if (iRST)
    begin  
        for (i = 0; i <= 31; i = i + 1'b1)
            registers[i] = 32'b0;
		  registers[SPR] <= STACK_ADDRESS; 
		  registers[GPR] <= DATA_ADDRESS;
    end
    else
	 begin
		i<=6'b0;  
		if(iRegWrite && (iWriteRegister != 5'b0))
				registers[iWriteRegister] <= iWriteData;
	 end
end
endmodule
==> ./run.sh <==
#!/bin/bash
# OpenROAD 26Q1-2900-gdf79404cd8, Yosys 0.63+post, stock flow scripts
make -C /OpenROAD-flow-scripts/flow DESIGN_CONFIG=/design/flow/config.mk WORK_HOME=/design/flow/orfs finish
==> ./config.mk <==
export PLATFORM = sky130hd
export DESIGN_NAME = Registers
export DESIGN_NICKNAME = Registers
export VERILOG_FILES = /design/flow/design.v
export SDC_FILE = /design/flow/constraint.sdc
export NUM_CORES = 4
export LEC_CHECK = 1
export CORE_UTILIZATION = 40
==> ./constraint.sdc <==
current_design Registers

set clk_period 10.9
set clk_io_pct 0.2

create_clock -name clk0 -period $clk_period [get_ports {iCLK}]

set non_clock_inputs [all_inputs -no_clocks]
set_input_delay [expr $clk_period * $clk_io_pct] -clock clk0 $non_clock_inputs
set_output_delay [expr $clk_period * $clk_io_pct] -clock clk0 [all_outputs]
==> flow_summary.toml <==
# generated from flow reports
[place]
place_congestion = 1.162
place_area_mm2 = 0.06328
io_buffer_count = 150
post-place-ws_ns = 2.101
place.detailed.hpwl_um = 285800

[status]
violations = "capacitance limit, slew limit"
status = "complete, but fails checks"

[final_timing]
slew_viol_final = 3
setup_tns_ns = 0
finalClockPeriodUsage_pct = 86.59
tightestPinTransition_ns = 1.638
holdWs_ns = 0.4283
rsz0062_at_grt = "false"
relSlewSlack_pct = -10.04
finalWorstSetupSlack_ns = 1.461
skew_ns = 0
timing.final.crit_period_ns = 9.439
hold_viol_final = 0
setup_violations = 0
fmax_ghz = 0.1059

[detailed_routing]
wirelength_um = 449200
viasPerCell = 8.331
firstDrtPassIters = 27
drcViolationCount = 0
vias = 63212
drt-initial-drc-count = 10501
antenna_left = 0
wl_per_cell_um = 59.20

[synth]
seq_area_frac_synth_pct = 44.20
yosys_warnings = 3
edf_count = 0
ff_type = "dfrtp_1"
postSynth.asyncResetShare_pct = 100.0
synthCells = 5399
synth_flops = 1024
ys_cells = 5399
ys_area_mm2 = 0.05801
avgSynthCellArea_um2 = 10.74
synth.distinct_cells = 73
syn_area_mm2 = 0.05801

[worst_setup_path]
start_kind = "input pin"
endpoint_kind = "output pin"
path_buffers = 4
max_stage_delay_ns = 1.27
crit_required_ns = 8.72
critical_path_arrival_ns = 7.26
crit_path_cell_trace = "buf_2 -> buf_4 -> buf_4 -> mux2i_1 -> nor4_1 -> nor3_1 -> nand3_1 -> nor4_1 -> a21oi_1 -> clkdlybuf4s50_1"
path_class = "in -> out"
slowest_stage = "nor3_1"
cp_top_family = "simple AND/OR/NAND/NOR gates"
path_max_fanout = 19

[die]
fp_util_pct = 40.33
fp.dieH_um = 382.8
rows = 139
die_x_um = 382.8
chipArea_mm2 = 0.1466
core_mm2 = 0.1438
io_pins = 151

[cts]
clk_pin_slew_worst_paths_ns = 0.06
clkLatencyLatePin_ns = 0.76
cts_buffers = 115
clockBufferDepth = 3
cts_resized = 0
cts_tree = "built"
cts_setup_buffers = 0
cts_hold_buffers = 0
cts.sinks = 1024
clockRootBuffer = "clkbuf_16"
htreeDepth = 3

[grt]
overflow = 0
grt_max_degree = 116
antenna_found_initial = 66
grt_pass1_wl_um = 582000
grt_usage_pct = 63.07
grt_pass1_vias = 58562

[cells_and_area]
fin_util_pct = 47.07
final_area_mm2 = 0.06769
regMostFlops = "registers"
largest_reg_flops = 1024
reg_top3 = "registers: 1024 flops"
areaGrowthSynthToFinish_pct = 16.69
layout-drive-gt1-share_pct = 31.95
fillCellCount = 13114

[pwr]
power_density_mw_per_mm2 = 180.5
p_leak_nw = 28.32
vdd_drop_max_v = 0.0001570

[hold_path]
hold_path.class = "reg -> reg"

[job]
maxCapViolations = 1
log.warning_count = 39
==> final timing paths <==
check	start	to	slack, ns	cells after the start
worst max-delay path	iReadRegister1[0]	oReadData1[17]	1.46	10
worst min-delay path	registers[0][28]	registers[0][28]	0.43	0
worst max register to register	registers[20][11]	registers[20][11]	9.74	1
worst min register to register	registers[0][28]	registers[0][28]	0.43	0
max in group asynchronous	iRST	registers[8][22]	6.41	6
min in group asynchronous	iRST	registers[30][8]	1.96	3
==> cell usage in the layout (no fill, tap or decap), drive strengths merged, types with 32 or more instances in the layout <==
master	synthesis	routed
nor3	112	112
a32oi	32	32
dfrtp	1012	1012
nor4	35	35
nand2	277	277
diode	0	102
mux2	1020	1020
nand4	157	157
a31oi	33	33
o21ai	47	47
buf	293	397
nand3	81	81
a22o	79	79
a221oi	57	57
nor2	260	260
a22oi	1083	1083
and3	35	35
mux2i	67	67
clkbuf	272	146
a21oi	116	116
clkdlybuf4s50	0	135
==> cell usage after synthesis, types with 7 or more instances <==
cell / instances / area, um^2
a2111oi_0: 18 / 157.7
nand2_1: 277 / 1040
nor3_1: 106 / 530.5
a32oi_1: 32 / 280.3
mux2i_1: 67 / 670.6
a221oi_1: 57 / 499.2
nand3b_1: 11 / 82.58
and4_1: 19 / 166.4
a222oi_1: 30 / 300.3
mux2_2: 1020 / 11490
o32a_1: 14 / 140.1
buf_4: 16 / 120.1
and2_1: 17 / 106.4
clkbuf_1: 270 / 1013
inv_1: 12 / 45.04
nand2b_1: 19 / 118.9
nor4_1: 35 / 219.0
buf_2: 209 / 1046
a21oi_1: 116 / 580.6
a22oi_1: 1083 / 8130
a22o_1: 79 / 691.9
o21ai_0: 47 / 235.2
dfstp_2: 12 / 315.3
a221o_1: 11 / 110.1
dfrtp_1: 1012 / 25320
o211ai_1: 9 / 67.56
nor2b_1: 29 / 181.4
nor3b_1: 7 / 52.55
nand3_1: 81 / 405.4
a31oi_1: 33 / 206.5
a32o_1: 8 / 80.08
nand4_1: 157 / 982.2
o2111ai_1: 10 / 87.58
buf_1: 67 / 251.5
o22a_1: 14 / 122.6
o22ai_1: 9 / 56.30
or3_1: 10 / 62.56
nor2_1: 226 / 848.3
nor2_2: 32 / 200.2
and3_1: 34 / 212.7
==> cell type report <==
class / count / area, um^2 / area share [%]
Tap cell: 1903 / 2381 / 3.517
Multi-Input combinational cell: 3798 / 30650 / 45.28
Clock buffer: 145 / 3120 / 4.610
Antenna cell: 102 / 255.2 / 0.3771
Sequential cell: 1024 / 25640 / 37.88
Inverter: 12 / 48.80 / 0.07208
Timing Repair Buffer: 533 / 4564 / 6.743
Clock inverter: 71 / 1032 / 1.525
==> stage by stage <==
stage	cells	total power [mW]
after global routing	7507	12.40
after detailed placement	7269	7.672
after floorplan	5399	6.291
after global placement	7269	7.672
final	7588	12.22
after CTS	7485	12.01
==> layer usage <==
metal  vias to the layer above  track usage, %  share of wire (%)
met5                         -           12.63               0.53
met4                        89           47.61                 10
met3                      2865           47.14                 18
met2                      7266           75.46                 37
met1                     31521           74.42                 34
li1                      21471               -                  -
==> kinds of logic after synthesis <==
logic type	Yosys count	synth area share, %
buffers and inverters	577	4.305
muxes	1090	21.07
and+or+nand+nor	1094	9.512
DFF	1024	44.20
AOI/OAI and AO/OA	1614	20.91
==> where the power goes <==
| part | switching, mW | total (mW) | internal, mW |
|---|---|---|---|
| logic | 1.12 | 2.08 | 0.969 |
| clock network | 1.81 | 4.37 | 2.56 |
| registers | 1.25 | 5.77 | 4.51 |
| total | 4.18 | 12.2 | 8.04 |
No activity file was given, so power comes from the tool's default toggle rates.
